[design/flow/design.v]
module four_bit_comparator(
    input [3:0] A,
    input [3:0] B,
    output AGB,
    output AEB,
    output ALB
);
    wire x1, x2, x3, x0;
    xnor u1(x3, A[3], B[3]);
    xnor u2(x2, A[2], B[2]);
    xnor u3(x1, A[1], B[1]);
    xnor u4(x0, A[0], B[0]);
    and u5(AEB, x1, x2, x3, x0);
    wire og1, og2, og3, og4;
    wire yg0 ,yg1, yg2;
    wire notb3, notb2, notb1, notb0;
    not u6(notb3, B[3]);
    not u7(notb2, B[2]);
    not u8(notb1, B[1]);
    not u9(notb0, B[0]);
    and u10(og1, A[3], notb3);
    and u11(yg2, A[2], notb2);
    and u12(yg1, A[1], notb1);
    and u13(yg0, A[0], notb0);
    and u14(og2, x3, yg2);
    and u15(og3, x3, x2, yg1);
    and u16(og4, x3, x2, x1, yg0);
    or u17(AGB, og1, og2, og3, og4);
    wire ol1, ol2, ol3, ol4;
    wire yl0 ,yl1, yl2;
    wire nota3, nota2, nota1, nota0;
    not u18(nota3, A[3]);
    not u19(nota2, A[2]);
    not u20(nota1, A[1]);
    not u21(nota0, A[0]);
    and u22(ol1, B[3], nota3);
    and u23(yl2, B[2], nota2);
    and u24(yl1, B[1], nota1);
    and u25(yl0, B[0], nota0);
    and u26(ol2, x3, yl2);
    and u27(ol3, x3, x2, yl1);
    and u28(ol4, x3, x2, x1, yl0);
    or u29(ALB, ol1, ol2, ol3, ol4);
endmodule
module eight_bit_comparator(
    input [7:0] A,
    input [7:0] B,
    output AGB,
    output AEB,
    output ALB
);
    wire agb_high, aeb_high, alb_high;
    wire agb_low, aeb_low, alb_low;
    four_bit_comparator M1(
        .A(A[7:4]),
        .B(B[7:4]),
        .AGB(agb_high),
        .ALB(alb_high),
        .AEB(aeb_high)
    );
    four_bit_comparator M2(
        .A(A[3:0]),
        .B(B[3:0]),
        .AGB(agb_low),
        .ALB(alb_low),
        .AEB(aeb_low)
    );
    assign AGB = agb_high | (aeb_high & agb_low);
    assign AEB = aeb_high & aeb_low;
    assign ALB = alb_high | (aeb_high & alb_low);
endmodule
[design/flow/run.sh]
#!/bin/bash
# OpenROAD 26Q1-2900-gdf79404cd8, Yosys 0.63+post, stock flow scripts
make -C /OpenROAD-flow-scripts/flow DESIGN_CONFIG=/design/flow/config.mk WORK_HOME=/design/flow/orfs finish
[design/flow/config.mk]
export PLATFORM = sky130hd
export DESIGN_NAME = eight_bit_comparator
export DESIGN_NICKNAME = eight_bit_comparator
export VERILOG_FILES = /design/flow/design.v
export SDC_FILE = /design/flow/constraint.sdc
export NUM_CORES = 4
export LEC_CHECK = 1
export CORE_AREA = 10 10 70 70
export DIE_AREA = 0 0 80 80
[design/flow/constraint.sdc]
current_design eight_bit_comparator

set clk_period 1.9
set clk_io_pct 0.2

create_clock -name clk0 -period $clk_period

set non_clock_inputs [all_inputs -no_clocks]
set_input_delay [expr $clk_period * $clk_io_pct] -clock clk0 $non_clock_inputs
set_output_delay [expr $clk_period * $clk_io_pct] -clock clk0 [all_outputs]
==> GITHUB_STEP_SUMMARY <==
### Yosys + OpenROAD results

| Metric | Value |
|---|---|
| Mean Syn Cell Area | 7.92 um2 |
| Fin Setup TNS | 0 ns |
| Comb pwr share | 100.0% |
| Pleak | 0.431 nW |
| Seq cells | 0 |
| Detailed placement HPWL | 957 um |
| Cell count in the Yosys report | around 46 |
| Tool warnings | 41 |
| Post-route design area | between 800 and 900 um2 |
| DR iter-0 viols | 6 |
| Aggregate global routing overflow | 0 |
| Placed Area | 657 um2 |
| CP Cell Sequence | buf_8, inv_4, ha_4, and3_4, buf_6, a221oi_4, o21ai_1, buf_2 |
| Post-synth top area cell | ha_1 |
| Core footprint | 0.00342 mm2 |
| Status | finished, final reports clean |
| Period minus WS final | 1.86 ns |
| First-pass GRT wire length | about 2000 um |
| Diodes inserted | 0 |
| Drt drc | 0 |
| Worst slew pin tran | 0.204 ns |
| FP Rows | 21 |
| Setup WS post-layout | 0.0359 ns |
| FP Util | 10.7% |
| Largest net degree at the start of global routing | 4 |
| Clock buffer count | 0 |
| Relative slew margins | 86.4% |
| Cell Type Count | 9 |
| Routed wire length | 1180 um |
| I/O Pins | 19 |
| Seq share, synth | 0% |
| Switching power total | 70.3 uW |
| Clock share of power | 0% |
| Hold Buf Count CTS | 0 |
| Peak supply drop | 0.0000345 V |
| FF/Latch Area | 0 um2 |
| Post-synthesis instance total | around 46 |
| Crit path max fanout | 3 |
| Cycle use final | 98.1% |
| Flop pwr share | 0% |
| CP Class | in2out |
| Initial antenna violation count | 0 |
| Vias in the first global route | 453 |
| Die y size | 80 um |
| Unrepaired setup endpoints after global routing | yes |
| Data required, critical path | 1.52 ns |
| PD cells | around 210 mW/mm2 |
| Logic area | approximately 450 um2 |
| Vias | slightly above 400 |
| Share of layout cells above drive strength 1 | about two thirds |
| Pre-CTS setup slack | -0.828 ns |
| Top cells, area | ha_1 55%, inv_1 16%, a221oi_1 9.6%, a21o_2 4.8%, a21o_1 4.1% |
| Total power | 179 uW |
| Post-layout util | roughly a quarter |
| DR WL/cell | 9.57 um |
| Final cell count without fillers | roughly 120 |
| Hold WC Path Type | in2out |
| Sw Ratio | around two fifths |
| Post-Syn Area | roughly 360 um2 |
| Critical-path top delay cell | a221oi_4 |
| GRT Total Usage | 3.79% |
| Max incr delay on CP | 0.27 ns |
| PortBufs | 19 |
| Top cells by count | 16 x ha_1, 16 x inv_1, 4 x a221oi_1 |
| Die Size | 0.00640 mm2 |
| Synth warn | 0 |
| Placed instance count | around 120 |
| Layout area overhead | 133% |
| YS chip area | around 360 um2 |
| GPL Wtd Cong | just under 0.7 |
| Vias per inst | 3.37 |
| CP endpoint kind | primary output |
| Max Cap Viol | 0 |
| Die span in x | 80 um |
| Arrival @ worst endpoint | about 1.5 ns |
| Cell internal pwr | 109 uW |
| Max Slew Vio Count | 0 |
| Fillers | 364 |
| Worst Hold Slack | 1.22 ns |
| Post-route ant nets | 0 |
| Final Hold Fails | 0 |
| Setup crit start kind | input port |
| Final setup fails | 0 |
| Share of the synthesized area in the top cell type | 55.0% |
| Maximum operating frequency | 536 MHz |
| DRT Pass-1 Iters | 2 |
[cells by family (layout without fill, tap and decap cells)]
logic type / count (synthesis) / count (layout) / share of synthesized area, %
AND/OR/NAND/NOR: 4 / 4 / 7.22
adder cells (fa/ha/maj): 16 / 16 / 55.0
AND-OR/OR-AND: 10 / 10 / 21.3
buffers and inverters: 16 / 47 / 16.5
[power groups by stage]
stage / sequential [mW] / combinational [mW] / clock (mW)
finish: 0 / 0.179 / 0
CTS: 0 / 0.163 / 0
global route: 0 / 0.200 / 0
[routing by layer]
metal	routed length, um	global-route usage, %	vias up
met5	0	0	-
met3	25	0.114	0
met1	435	4.28	194
met2	716	7.87	4
li1	-	-	217
met4	0	0	0
[cell type report]
cell class	count	share of cell area, %
tap	46	6.79
inverter	16	7.98
timing repair buffer	31	32.2
multi-input combinational	30	53.0
[timing repair]
item | in CTS | in global routing
endpoints found under the setup margin | 3 | 3
endpoints found under the hold margin | 0 | 0
setup buffers | 4 | 2
pin swaps | 15 | 11
resized | 86 | 14
[cells in the final DEF, fill, tap and decap left out, drive strengths merged]
master         count
buf               24
inv               16
ha                16
dlygate4sd2        4
a21o               4
a221oi             4
and3               2
o21ai              2
clkbuf             2
and4               1
nand2              1
clkdlybuf4s15      1
[worst max-delay path, delay by kind of cell]
kind / cells / cell delay [ns]
adder cells (fa/ha/maj): 1 / 0.19
AND-OR/OR-AND: 2 / 0.36
buffers and inverters: 4 / 0.38
AND/OR/NAND/NOR: 1 / 0.18
[path summary, 6_finish.rpt]
path | from | to | cells after the start
worst max-delay path | A[2] | ALB | 8
worst min-delay path | B[3] | ALB | 5
Power figures rest on the tool's default switching activity, not on a simulated workload.
