==> ./design.v <==
module full_adder(
    input A,
    input B,
    input Cin,
    output sum,
    output cout
);
    assign sum = A^B^Cin;
    assign cout = A&B | Cin&(A^B);
endmodule
module ripple_carry_adder(
    input [3:0] A,
    input [3:0] B,
    output [4:0] Sum
);
    wire s_0, s_1, s_2, s_3;
    wire c_0, c_1, c_2, c_3;
    full_adder first(
        .A(A[0]),
        .B(B[0]),
        .Cin(1'b0),
        .sum(s_0),
        .cout(c_0)
    );
    full_adder second(
        .A(A[1]),
        .B(B[1]),
        .Cin(c_0),
        .sum(s_1),
        .cout(c_1)
    );
    full_adder third(
        .A(A[2]),
        .B(B[2]),
        .Cin(c_1),
        .sum(s_2),
        .cout(c_2)
    );
    full_adder fourth(
        .A(A[3]),
        .B(B[3]),
        .Cin(c_2),
        .sum(s_3),
        .cout(c_3)
    );
    assign Sum = {c_3, s_3, s_2, s_1, s_0};
endmodule
==> ./run.sh <==
#!/bin/bash
# OpenROAD 26Q1-2900-gdf79404cd8, Yosys 0.63+post, stock flow scripts
make -C /OpenROAD-flow-scripts/flow DESIGN_CONFIG=/design/flow/config.mk WORK_HOME=/design/flow/orfs finish
==> ./config.mk <==
export PLATFORM = sky130hd
export DESIGN_NAME = ripple_carry_adder
export DESIGN_NICKNAME = ripple_carry_adder
export VERILOG_FILES = /design/flow/design.v
export SDC_FILE = /design/flow/constraint.sdc
export NUM_CORES = 4
export LEC_CHECK = 1
export CORE_AREA = 10 10 70 70
export DIE_AREA = 0 0 80 80
==> ./constraint.sdc <==
current_design ripple_carry_adder

set clk_period 3.2
set clk_io_pct 0.2

create_clock -name clk0 -period $clk_period

set non_clock_inputs [all_inputs -no_clocks]
set_input_delay [expr $clk_period * $clk_io_pct] -clock clk0 $non_clock_inputs
set_output_delay [expr $clk_period * $clk_io_pct] -clock clk0 [all_outputs]
==> GITHUB_STEP_SUMMARY <==
## Synthesis and layout report

| Metric | Value |
|---|---|
| Row Count | `21` |
| Routed len/inst | `about 5.5 µm` |
| CP Cell Sequence | `dlygate4sd2_1 -> ha_2 -> inv_2 -> fa_2 -> inv_2 -> fa_2 -> inv_2 -> fa_2 -> inv_1 -> dlygate4sd2_1` |
| DRT Wirelength | `~400 µm` |
| Fin area | `around 300 µm²` |
| Synth area leaders | `fa_1 (41%), buf_4 (25%), inv_1 (25%), ha_1 (8.5%)` |
| Mapped cell area | `~150 µm²` |
| Worst path arrival time | `~2.5 ns` |
| Comb gate area | `just over 80 µm²` |
| P_sw | `0.0000109 W` |
| Crit start category | `input pin` |
| FF+latch area | `0 µm²` |
| Gate count of the mapped netlist | `19` |
| Crit Path Class | `input pin to output port` |
| DP HPWL | `a little under 400 µm` |
| Yosys cell count | `19` |
| Via count | `120` |
| Most numerous cell in the Yosys netlist | `inv_1` |
| Flops | `0` |
| Die H | `about 80 µm` |
| I/O pin count | `13` |
| Port Buf Inserts | `13` |
| First-pass iteration count of the detailed router | `1` |
| Synth cell count leaders | `inv_1 (10), buf_4 (5), fa_1 (3)` |
| Ant diodes | `0` |
| Die width | `around 80 µm` |
| Seq/Total Area, Yosys | `0` |
| OpenROAD warning count | `32` |
| Placer Congestion | `0.734` |
| Remaining routing DRC violations | `0` |
| Gr ovfl total | `0` |
| Gate power share | `1.000` |
| Leak | `around 0.13 nW` |
| Critical Path Slowest Stage Cell | `fa_2` |
| Crit. End Element | `output port` |
| Worst-path fanout max | `1` |
| Cycle use final | `0.972` |
| Yosys Warn Count | `0` |
| Largest net degree at the start of global routing | `2` |
| Floorplan-stage core utilization | `0.0432` |
| Least-Margin Pin Slew | `0.0936 ns` |
| Placeable core area | `3420 µm²` |
| Setup violations, final | `0` |
| Sw frac | `0.304` |
| Post-CTS setup buffer count | `0` |
| Status | `finished clean` |
| Slew HR | `0.937` |
| Pwr dens | `~120 nW/µm²` |
| Share of post-route cells with drive strength above 1 | `0.296` |
| Max-Cap Viols | `0` |
| Max Fclk | `about 320 MHz` |
| VDD IR max | `between 9 and 10 µV` |
| ANT nets after route | `0` |
| Clock Buffer Count | `0` |
| Number of global-route vias before repair | `120` |
| Synth-to-layout area growth | `103%` |
| Hold Crit Class | `input pin to output port` |
| GRT Resource Usage Total | `0.0114` |
| Netlist cell types | `4` |
| Initial antenna violation count | `0` |
| RSZ-0062 raised after global routing | `no` |
| Initial DRC Count | `0` |
| Area leader share | `0.407` |
| Cell type with the largest total area | `fa_1` |
| Int Pwr | `approximately 0.000025 W` |
| Final Util | `0.0879` |
| Final Hold Vio Count | `0` |
| Power share of the clock group | `0` |
| Fillers | `between 400 and 500` |
| Max Slew Vio Count | `0` |
| Die area | `approximately 6400 µm²` |
| First-pass GRT wire length | `586 µm` |
| Chip area estimate from yosys synthesis | `between 100 and 150 µm²` |
| Sequential Power Share | `0` |
| Worst path max stage delay | `roughly 0.52 ns` |
| DR vias/cell | `between 1.5 and 2` |
| Min Tclk post-route | `3.11 ns` |
| Placed cell areas | `about 300 µm²` |
| Avg Inst Size Synth | `between 7 and 8 µm²` |
| WP data required | `about 2.6 ns` |
## layout make-up
| cell class | count | share of cell area |
|---|---|---|
| timing repair buffer | 13 | 0.408 |
| inverter | 10 | 0.125 |
| tap | 46 | 0.192 |
| multi-input combinational | 4 | 0.275 |
## worst paths after layout
kind / from / end / slack (ns) / depth (start not counted)
worst min-delay path: A[0] / Sum[0] / 2.06 / 3
worst max-delay path: B[0] / Sum[3] / 0.09 / 10
## timing repair
| item | in CTS | in global routing |
|---|---|---|
| gates resized | 14 | 0 |
| hold buffers | 0 | 0 |
| endpoints found under the setup margin | 2 | 0 |
## logic make-up after synthesis
logic type / count (synthesis) / synth area share
buf+inv: 15 / 0.509
fa+ha+maj: 4 / 0.492
## stage by stage
stage / hold slack, ns / instances / setup slack [ns] / TNS (ns) / total power, W
2_1_floorplan: 1.45 / 19 / 0.559 / 0 / 0.0000204
3_3_place_gp: 2.31 / 73 / -0.384 / -0.731 / 0.0000399
3_5_place_dp: 2.32 / 73 / -0.377 / -0.689 / 0.0000395
4_1_cts: 2.07 / 73 / 0.0537 / 0 / 0.0000380
5_1_grt: 2.10 / 73 / 0.00160 / 0 / 0.0000422
6_report: 2.06 / 73 / 0.0905 / 0 / 0.0000357
## power by group through the flow
| stage | registers [W] | logic [W] | clock network [W] |
|---|---|---|---|
| finish | 0 | 0.0000357 | 0 |
| CTS | 0 | 0.0000380 | 0 |
| global route | 0 | 0.0000422 | 0 |
## critical path, delay by kind of cell
family | cells | cell delay, ns
adder cells (fa/ha/maj) | 4 | 1.22
buffers and inverters | 6 | 0.60
## cells in the final DEF (no fill, tap or decap)
cell and instances:
dlygate4sd2_1 6, fa_2 3, inv_2 4, ha_2 1, inv_1 6, clkdlybuf4s50_1 7
## metal layers
layer  global-route usage  share of wire
met1               0.0120           0.33
met2               0.0209           0.51
met3              0.00568           0.16
met4                    0              0
met5                    0              0
No activity file was given, so power comes from the tool's default toggle rates.
