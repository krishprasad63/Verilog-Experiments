--- flow/config.mk ---
export PLATFORM = sky130hd
export DESIGN_NAME = parity_generator_and_checker
export DESIGN_NICKNAME = parity_generator_and_checker
export VERILOG_FILES = /design/flow/design.v
export SDC_FILE = /design/flow/constraint.sdc
export NUM_CORES = 4
export LEC_CHECK = 1
export CORE_AREA = 10 10 70 70
export DIE_AREA = 0 0 80 80
--- flow/constraint.sdc ---
current_design parity_generator_and_checker

set clk_period 4.6
set clk_io_pct 0.2

create_clock -name clk0 -period $clk_period

set non_clock_inputs [all_inputs -no_clocks]
set_input_delay [expr $clk_period * $clk_io_pct] -clock clk0 $non_clock_inputs
set_output_delay [expr $clk_period * $clk_io_pct] -clock clk0 [all_outputs]
--- flow/design.v ---
module parity_generator_and_checker(
    input [3:0] A,
    input [2:0] noise,
    output reg [4:0]even_parity,
    output reg [4:0] odd_parity,
    output reg noise_even_detected,
    output reg noise_odd_detected,
    output reg [4:0] noise_even,
    output reg [4:0] noise_odd
);
    wire t;
    assign t = ^A;
    always @(*) 
        begin
            if (t)
                begin
                    even_parity = {A,1'b1};
                    odd_parity = {A,1'b0}; 
                end
            else
                begin
                    even_parity = {A,1'b0};
                    odd_parity = {A,1'b1}; 
                end
        end
    always @(*) begin
        noise_even = even_parity;
        noise_odd  = odd_parity;
        if (noise < 5) begin
            noise_even[noise] = ~even_parity[noise];
            noise_odd[noise]  = ~odd_parity[noise];
        end
    end
    wire x1, x2;
    assign x1 = ^noise_even;
    assign x2 = ^noise_odd;
    always @(*) 
        begin
            if (x1) 
                begin
                    noise_even_detected = 1'b1;
                end
            else
                begin
                    noise_even_detected = 1'b0;
                end
            if (x2) 
                begin
                    noise_odd_detected = 1'b0;
                end
            else
                begin
                    noise_odd_detected = 1'b1;
                end
        end
endmodule
--- flow/run.sh ---
#!/bin/bash
# OpenROAD 26Q1-2900-gdf79404cd8, Yosys 0.63+post, stock flow scripts
make -C /OpenROAD-flow-scripts/flow DESIGN_CONFIG=/design/flow/config.mk WORK_HOME=/design/flow/orfs finish
==> impl_metrics.env <==
# implementation run metrics
export IMPL_syn_to_final_growth_pct=62.6
export IMPL_p_per_area_nw_per_um2=143
export IMPL_grt_pass1_vias=589
export IMPL_drt_antenna_violating_nets=0
export IMPL_core_area_um2=3420
export IMPL_cp_start_kind="input port"
export IMPL_register_area_um2=0
export IMPL_final_min_clock_period_ps=4470
export IMPL_die_w_um=80
export IMPL_first_iter_violations=21
export IMPL_total_leakage_power_nw=0.385
export IMPL_syn_cell_area_um2=582
export IMPL_cp_data_required_time_ps=3680
export IMPL_syn_avg_cell_area_um2=7.66
export IMPL_finalNonFillerCells=150
export IMPL_dp_cells=149
export IMPL_via_count=630
export IMPL_drt_wl_total_um=1680
export IMPL_seq_cells=0
export IMPL_rsz0062_at_grt="false"
export IMPL_wl_met2_um=723
export IMPL_lay_top_count="clkdlybuf4s50_1"
export IMPL_grt_usage=0.0491
export IMPL_gp_congestion=0.767
export IMPL_openroad_warnings=34
export IMPL_antenna_found_initial=0
export IMPL_maxSlewViolCount=0
export IMPL_hold_viol=0
export IMPL_yosys_warnings=1
export IMPL_m1WireLength_um=756
export IMPL_fp_util=0.170
export IMPL_peakVddDrop_mv=0.0485
export IMPL_vias_per_cell=4.20
export IMPL_lay_top_cells="clkdlybuf4s50_1 (29), buf_4 (12), inv_1 (5), nand2_1 (5)"
export IMPL_tightest_slew_ps=379
export IMPL_grt_pass1_wl_um=2660
export IMPL_yosys_area_um2=582
export IMPL_port_buffer_count=29
export IMPL_postSynthSeqShare=0
export IMPL_setup_viol=0
export IMPL_area_leaders="buf_4 (13%), xnor3_1 (7.7%), ha_1 (6.5%)"
export IMPL_dieArea_um2=6400
export IMPL_hold_buffers=0
export IMPL_routedWlPerCell_um=11.2
export IMPL_outcome="completed"
export IMPL_dr_wl_met3_um=200
export IMPL_io_pins=29
export IMPL_rows=21
export IMPL_holdCritStartpoint="A[1]"
export IMPL_antenna_diode_count=0
export IMPL_yosys_cells=76
export IMPL_hold_end="even_parity[2]"
export IMPL_drive_above_1_share=0.231
export IMPL_final_clkbuf_count=0
export IMPL_postLayoutCoreUtil=0.277
export IMPL_crit_path_end_kind="output pin"
export IMPL_fmax_mhz=224
export IMPL_drc=0
export IMPL_syn_inst=76
export IMPL_synth_area_leader_cell="buf_4"
export IMPL_crit_fanout=5
export IMPL_die_height_um=80
export IMPL_grt_max_degree=14
export IMPL_crit_arrival_ps=3550
export IMPL_ys_types=35
export IMPL_crit_type="input port to output pin"
export IMPL_grt_ovfl_total=0
export IMPL_drtPass1Iterations=4
export IMPL_hp_class="input port to output pin"
export IMPL_timing_max_cap_violations=0
export IMPL_top_cell_area_share=0.129
export IMPL_dp_hpwl_um=1420
export IMPL_fin_crit_sh=0.971
export IMPL_max_slew_margin_rel=0.744
export IMPL_whs_path_depth=2
export IMPL_routed_top_layer="met3"
-- how the worst max path moves through the flow --
| stage | start | end | slack (ps) | cells past startpoint |
|---|---|---|---|---|
| CTS | noise[0] | noise_even_detected | 1 | 10 |
| global route | noise[0] | noise_even_detected | 10 | 10 |
| finish | A[3] | noise_even_detected | 130 | 8 |
-- timing repair --
action	CTS	global route
endpoints found under the setup margin	2	2
setup buffers	1	0
resized	2	6
-- cell type report --
cell class / instances / area (um2)
Timing Repair Buffer: 41 / 380
Multi-Input combinational cell: 57 / 485
Fill cell: 383 / 2470
Tap cell: 46 / 57.6
Inverter: 6 / 22.5
-- report_power, final --
group / leakage, nW / switching, W / total, W / internal (W)
sequential: 0 / 0 / 0 / 0
clock: 0 / 0 / 0 / 0
combinational: 0.385 / 0.0000468 / 0.000135 / 0.0000886
total: 0.385 / 0.0000468 / 0.000135 / 0.0000886
-- metrics by stage --
stage / TNS [ps] / total power [W] / hold WS, ps / setup slack (ps) / instance area, um2
after floorplan: 0 / 0.0000585 / 1910 / 803 / 582
after global placement: -30.3 / 0.000132 / 2810 / -18.4 / 917
after detailed placement: -22.7 / 0.000132 / 2830 / -13.7 / 917
after CTS: 0 / 0.000137 / 2830 / 0.951 / 932
after global routing: 0 / 0.000148 / 2850 / 10.1 / 946
final: 0 / 0.000135 / 2810 / 134 / 946
-- critical path: stages --
cell	delay [ps]
clkdlybuf4s50_1	480
xnor2_1	250
mux2i_1	340
o21ai_2	170
o41ai_4	390
xor2_2	240
xnor3_1	340
clkdlybuf4s50_1	420
-- kinds of logic (layout without fill, tap and decap cells) --
group	Yosys count	in the layout	synth area share
AND-OR/OR-AND	18	18	0.269
XOR/XNOR	7	7	0.166
adder cells (fa/ha/maj)	3	3	0.0645
buffers and inverters	19	47	0.202
multiplexers	2	2	0.0344
AND/OR/NAND/NOR	27	27	0.264
-- synth_stat cells, types with 2 or more instances --
master	count
ha_1	3
nand4_1	2
buf_4	10
o21ai_0	7
nor3b_1	3
a221o_1	2
nor2_1	4
nand3b_1	2
nand2_1	5
nor4_1	2
nor2b_1	3
mux2i_1	2
inv_1	5
xnor3_1	2
and2_1	2
xnor2_1	3
-- layer usage --
| metal | track usage | vias to the layer above |
|---|---|---|
| met5 | 0 | - |
| met4 | 0 | 0 |
| met3 | 0.0239 | 0 |
| met2 | 0.0778 | 19 |
| met1 | 0.0625 | 289 |
| li1 | - | 322 |
Power figures rest on the tool's default switching activity, not on a simulated workload.
